==> design/flow/design.v <==
`timescale 1ns / 1ps
module vga_ctrl(
    input vga_clk,
    input clrn,
    input [11:0] d_in,
    output reg [8:0] row_addr,
    output reg [9:0] col_addr,
    output reg rdn,
    output reg [3:0] r,g,b,
    output reg hs, vs
);  
    wire pix_clk;
    reg [9:0] h_cnt=0;
    reg [9:0] v_cnt=0;
    localparam h_sync=96;
    localparam h_back=48;
    localparam h_disp=640;
    localparam h_front=16;
    localparam h_total=800;
    localparam v_sync=2;
    localparam v_back=33;
    localparam v_disp=480;
    localparam v_front=10;
    localparam v_total=525;
    always@(posedge vga_clk,negedge clrn) begin
        if(!clrn) begin 
            h_cnt<=0;
            v_cnt<=0;
        end else begin
            if(h_cnt == h_total-1) begin
                h_cnt<=0;
                if(v_cnt == v_total-1)
                    v_cnt<=0;
                else
                    v_cnt<=v_cnt+1;
            end else begin
                h_cnt<=h_cnt+1;
            end
        end
    end
    always @(posedge vga_clk) begin
        hs=(h_cnt<h_sync)?0:1;
        vs=(v_cnt<v_sync)?0:1;
    end
    wire valid;
    assign valid=(h_cnt>=h_sync+h_back&&h_cnt<h_sync+h_back+h_disp)&&(v_cnt>=v_sync+v_back&&v_cnt<v_sync+v_back+v_disp);
    always @(posedge vga_clk) begin
        if (valid) begin
            col_addr<=h_cnt-(h_sync+h_back)+1;
            row_addr<=v_cnt-(v_sync+v_back)+1;
            rdn<=0;
            {r,g,b}<=d_in[11:0];
        end else begin
            col_addr<=0;
            row_addr<=0;
            rdn<=1;
            {r,g,b}<=12'h0;
        end
    end
endmodule
==> design/flow/run.sh <==
#!/bin/bash
# OpenROAD 26Q1-2900-gdf79404cd8, Yosys 0.63+post, stock flow scripts
make -C /OpenROAD-flow-scripts/flow DESIGN_CONFIG=/design/flow/config.mk WORK_HOME=/design/flow/orfs finish
==> design/flow/config.mk <==
export PLATFORM = sky130hd
export DESIGN_NAME = vga_ctrl
export DESIGN_NICKNAME = vga_ctrl
export VERILOG_FILES = /design/flow/design.v
export SDC_FILE = /design/flow/constraint.sdc
export NUM_CORES = 4
export LEC_CHECK = 1
export CORE_UTILIZATION = 30
==> design/flow/constraint.sdc <==
current_design vga_ctrl

set clk_period 3.0
set clk_io_pct 0.2

create_clock -name clk0 -period $clk_period [get_ports {vga_clk}]

set non_clock_inputs [all_inputs -no_clocks]
set_input_delay [expr $clk_period * $clk_io_pct] -clock clk0 $non_clock_inputs
set_output_delay [expr $clk_period * $clk_io_pct] -clock clk0 [all_outputs]
==> flow_summary.toml <==
# generated from flow reports
[status]
outcome = "finished, final reports clean"

[final_timing]
hold_violations = 0
slew_headroom_pct = 57.2
fmax_mhz = 491
tns_ns = 0
finalCriticalPeriod_ns = 2.04
rsz0062_at_grt = "no"
fin_skew_ns = 0.00700
tightestPinTransition_ns = 0.634
setup_viol = 0
finalClockPeriodUsage_pct = 67.8
final_max_slew_viol_count = 0

[setup_path]
end_kind = "flip-flop"
cp_slowest_stage_delay_ns = 0.46
cp.arrival_ns = 2.27
worst-path-max-fanout = 18
required_ns = 3.23
worstPathCellList = "ha_1 > or4_4 > nor4b_4 > o21a_4 > inv_4 > a21oi_1"
critPathSlowestCell = "dfrtp_1"
startpoint_type = "flip-flop"
path_class = "reg2reg"

[yosys]
synthTopCellsByArea = "dfxtp_1 (30%), dfrtp_1 (22%), and2_1 (4.2%)"
yosysTopAreaCell = "dfxtp_1"
ys_cells = 217
syn_avg_cell_area_um2 = 10.3
top_area_share_pct = 30.3
syn_area_mm2 = 0.00224
synth_seq_share_pct = 52.6
synth_flops = 54
yosysWarnings = 1
syn_inst = 217
edf_count = 0
synth_chip_area_mm2 = 0.00224
ys_async_sr_fraction_pct = 37.0
synthDistinctLibCells = 44
flop_cell = "dfxtp_1"

[routing]
viasPerCell = 4.35
vias = 1548
dr.pass1.iters = 4
routed_wl_um = 3930
drc_errors = 0
drt-initial-drc-count = 58
ant_nets = 0
post_drt_wl_per_cell_um = 11.0
antenna_cells = 0

[clock_network]
hold_buffers = 0
cts_buffers = 5
cts.repair.resized = 0
cts_tree = "done"
cts_root_buf = "clkbuf_8"
htreeDepth = 2
clock_sinks = 54
clk_latency_ns = 0.30
cts_setup_buffers = 0
cts_buffer_depth = 2
path_clk_slew_ns = 0.09

[flow_run]
log.warning_count = 29
cap_viol_max_count = 0

[grt]
antenna_found_initial = 0
grt-ovfl-total = 0
grt_max_degree = 21
grt_pass1_wl_um = 6670
grtUsageTotal_pct = 11.0
first_global_vias = 1337

[finish]
drive_gt1_share_pct = 8.95
area_growth_pct = 28.9
final_cells = 356

[min_path]
hold_path.class = "reg2reg"

[place]
dp.final_hpwl_um = 2790
port_buffers = 47
post-place-cells = 348
routabilityCongestion = 0.842

[power_and_ir_drop]
peakVddDrop_mv = 0.251
p_leak_uw = 0.00118
power_density_mw_per_mm2 = 445

[floorplan]
die_area_mm2 = 0.00783
io_pins = 48
dieWidth_um = 88.5
fp-utilization_pct = 30.9
die.size.y_um = 88.5
core-area_mm2 = 0.00725
rows = 31
through the flow:
| step | hold slack (ns) | cell area [µm²] | setup slack [ns] | util (%) | total power [µW] |
|---|---|---|---|---|---|
| global route | 0.563 | 2890 | 0.800 | 39.9 | 1330 |
| finish | 0.535 | 2890 | 0.965 | 39.9 | 1290 |
| global placement | 0.516 | 2760 | 1.02 | 38.0 | 759 |
| CTS | 0.534 | 2890 | 0.948 | 39.9 | 1310 |
| floorplan | 0.304 | 2240 | 1.14 | - | 736 |
| detailed placement | 0.520 | 2760 | 0.982 | 38.0 | 759 |
synth_stat cells, types with 3 or more instances:
| master | number |
|---|---|
| dfxtp_1 | 34 |
| nand3_1 | 7 |
| ha_1 | 6 |
| o21ai_0 | 6 |
| clkbuf_1 | 10 |
| and4_1 | 3 |
| a21oi_1 | 4 |
| nor2_2 | 6 |
| xor2_1 | 10 |
| nor2_1 | 19 |
| and2_1 | 15 |
| dfrtp_1 | 20 |
| nand4_1 | 6 |
| xnor2_1 | 10 |
| inv_1 | 6 |
| nand2_1 | 15 |
| nor3_1 | 5 |
| nor2_4 | 3 |
logic make-up (layout without fill, tap and decap cells):
kind of cell / count (synthesis) / count (layout) / share of synthesized area [%]
and+or+nand+nor: 90 / 90 / 23.3
xor gates and xnor gates: 20 / 20 / 7.81
adders and majority gates: 6 / 6 / 3.35
DFF: 54 / 54 / 52.6
buffers and inverters: 23 / 63 / 5.30
AOI/OAI and AO/OA: 24 / 24 / 7.58
registers in the layout, indices dropped and copies added (netlist names):
register  cells
v_cnt        10
r             4
b             4
g             4
vs            1
h_cnt        10
col_addr     10
rdn           1
row_addr      9
hs            1
layout by cell type (no fill, tap or decap), types with 2 or more instances in the layout:
master / instances
nand3_1: 7
nand4_1: 6
nor3_1: 5
o21ai_0: 6
ha_1: 6
xnor2_1: 10
nand2_1: 15
o41ai_1: 2
dfxtp_1: 34
and4b_1: 2
clkdlybuf4s50_1: 47
nor2_4: 3
xor2_1: 10
o211ai_1: 2
a21oi_1: 4
nor2_2: 6
dfrtp_1: 20
and4_1: 3
clkbuf_8: 6
o31ai_1: 2
nor2_1: 19
a22oi_1: 2
and2_1: 15
inv_1: 6
metal layers:
metal,up-vias,track usage [%],part of all wire (%)
met5,-,0,0
met4,0,1.32,1.6
met3,6,2.55,4.4
met2,36,15.0,42
met1,702,18.5,52
li1,804,-,-
worst max-delay path: cells and delay by family, from the launching register on:
kind                     cells  cell delay (ns)
AND/OR/NAND/NOR              2             0.71
AND-OR/OR-AND                2             0.39
adder cells (fa/ha/maj)      1             0.26
buffers and inverters        1             0.14
flip-flops                   1             0.46
cell type report:
class	instances	area, µm²
multi-input cells	140	943
inverters	7	28.8
repair buffers	48	478
clock buffers	7	108
fillers	693	4360
well taps	99	124
clock inverters	1	30.0
flip-flops and latches	54	1180
worst paths after layout:
kind | from | end | slack [ns] | cells after the start
worst min-delay path | v_cnt[8] | v_cnt[8] | 0.53 | 1
max in group asynchronous | clrn | h_cnt[4] | 2.16 | 2
worst max register to register | v_cnt[1] | row_addr[8] | 0.96 | 6
worst min register to register | v_cnt[8] | v_cnt[8] | 0.53 | 1
min in group asynchronous | clrn | v_cnt[4] | 0.63 | 2
worst max-delay path | v_cnt[1] | row_addr[8] | 0.96 | 6
where the power goes:
group,internal (µW),switching [µW]
sequential,720,0
combinational,15.4,6.51
clock,322,223
total,1060,230
No activity file was given, so power comes from the tool's default toggle rates.
